**flow/constraint.sdc**
```tcl
current_design milestone_top

set clk_period 6.6
set clk_io_pct 0.2

create_clock -name clk0 -period $clk_period [get_ports {clk}]

set non_clock_inputs [all_inputs -no_clocks]
set_input_delay [expr $clk_period * $clk_io_pct] -clock clk0 $non_clock_inputs
set_output_delay [expr $clk_period * $clk_io_pct] -clock clk0 [all_outputs]
```
**flow/config.mk**
```make
export PLATFORM = sky130hd
export DESIGN_NAME = milestone_top
export DESIGN_NICKNAME = milestone_top
export VERILOG_FILES = /design/flow/design.v
export SDC_FILE = /design/flow/constraint.sdc
export NUM_CORES = 4
export LEC_CHECK = 1
export CORE_UTILIZATION = 30
export SYNTH_HDL_FRONTEND = slang
```
**flow/run.sh**
```bash
#!/bin/bash
# OpenROAD 26Q1-2900-gdf79404cd8, Yosys 0.63+post, stock flow scripts
make -C /OpenROAD-flow-scripts/flow DESIGN_CONFIG=/design/flow/config.mk WORK_HOME=/design/flow/orfs finish
```
**flow/design.v**
```verilog
`timescale 1ns/1ps
module mod_debouncer 
  #(
    parameter N=50
    )
   (
    input      clk,
    input      rst_n,
    input      btn,
    input      done,
    output reg btn_db
    );
   reg [1:0]  state;
   reg 	      clear;
   wire       t;
   mod_tcounter #(.N(N)) tc1
     (
      .clk(clk),
      .rst_n(rst_n),
      .clear(clear),
      .done(t)
      );
   initial begin
      state = 0;
      btn_db = 0;
      clear = 1;
   end
   always @(posedge clk, negedge rst_n) begin
      if (!rst_n) begin
	 state <= 0;
	 btn_db <= 0;
	 clear <= 1;
      end
      else begin
	 case (state)
	   0:
	     begin
		if (btn) begin
		   clear <= 0;
		   state <= 1;
		end
		else begin
		   clear <= 1;
		end
	     end  
	   1:
	     begin
		if (t && btn) begin
		   state <= 2;
		   btn_db <= 1;
		end
		else if (!btn && !t) begin
		   state <= 0;
		   clear <= 1;		   
		end
	     end  
	   2:
	     begin
		if (done) begin
		   btn_db <= 0;
		   state <= 0;
		   clear <= 1;
		end
	     end
	 endcase  
      end
   end
endmodule  
`timescale 1ns/1ps
module mod_tcounter
  #(
    parameter N=100
    )
   (
    input      clk,
    input      rst_n,
    input      clear,
    output reg done
    );
   integer     clk_count;
   initial begin
      clk_count = 0;
      done      = 0;      
   end
   always @(posedge clk, negedge rst_n) begin
      if (!rst_n) begin
	 done      <= 0;
	 clk_count <= 0;	 
      end
      else begin
	 if (clear) begin	    
	    clk_count <= 0;
	    done      <= 0;
	 end
	 else if (clk_count == N) 
	    done <= 1;
	 else 
	    clk_count <= clk_count + 1;	   	 
      end
   end
endmodule  
`timescale 1ns/1ps
module morse_table #(parameter DATA_WIDTH = 8,parameter ADDR_WIDTH = 8)
   (
    input 			clk,
    input [ADDR_WIDTH-1:0] 	addr,
    output reg [DATA_WIDTH-1:0] d_out
    );
   reg [DATA_WIDTH-1:0] 	ram[2**ADDR_WIDTH-1:0];
   initial begin
      $readmemb("morse_LUT.txt", ram, 0, 255);
   end
   always @(posedge clk) begin
      d_out <= ram[addr];
   end
endmodule  
`timescale 1ns/1ps
module milestone_top( 
		     input 	       clk,
		     input 	       rst,
		     input 	       rx,
		     input 	       ack,
		     output reg [15:0] led,
		     output reg        done
		     );
   wire 			       rst_l;
   wire 			       ack_db;
   wire [7:0] 			       d_in;
   wire [15:0] 			       d_out;
   assign rst_l = ~rst;
   uart_rx receive(
 		   .clk(clk),
		   .rst_l(rst_l),
		   .ack(ack_db),
		   .ready(ready),
		   .rx(rx),
		   .d_in(d_in)
		   );
   morse_table #(.DATA_WIDTH(16),.ADDR_WIDTH(8))  
   ROM(
       .clk(clk),
       .addr(d_in),
       .d_out(d_out)
       );
   mod_debouncer db_ack(
		    .clk(clk),
		    .rst_n(rst_l),
		    .btn(ack),
		    .done(~ready),
		    .btn_db(ack_db)
		    );
   always @(posedge clk) begin
      if(ready)begin
	 led <= d_out;
	 done <= 1;
      end
      else begin
	 led <= led;
	 done <= 0;
      end
   end  
endmodule  
`timescale 1ns/1ps
module uart_rx #(parameter N = 8, baud = 9600)
  (
   input 	    clk,
   input 	    rst_l,
   input 	    ack,
   output reg 	    ready,
   input 	    rx,
   output reg [N-1:0] d_in
   );
   reg [1:0] 	    state;  
   reg [2:0] 	    bit_index;  
   reg 		    start_bit;
   localparam WAIT = 0;
   localparam READ = 1;
   localparam DONE = 2;
   reg 	     clk_div;
   reg [31:0] clk_count;
   integer   refresh;
   initial begin
      ready = 0;
      d_in = 0;
      clk_div = 0;
      clk_count = 0;
      refresh = 100_000_000/(2*baud);  
   end
   always @(posedge clk, negedge rst_l) begin
      if(!rst_l) begin
	 clk_count <= 0;
	 clk_div <= 0;
      end
      else if((state == WAIT) && rx) begin
	 clk_div <= 0;
	 clk_count <= 0;
      end
      else if((state == WAIT) && !rx && (clk_count == 0)) begin
	 clk_div <= 1;
	 clk_count <= 0;
      end
      else begin
	if(clk_count >= refresh) begin
	 clk_div <= ~clk_div;
	 clk_count <= 0;
	end
	else
	  clk_count <= clk_count + 1;
      end  
   end  
   always @(posedge clk_div, negedge rst_l) begin
      if(!rst_l)begin
	 d_in <= 0;
	 ready <= 0;
	 state <= WAIT;
	 bit_index <= 0;	 
      end
      else begin
	 case(state)
	   WAIT: begin
	      if(!rx) begin
		 bit_index <= 0;
		 state <= READ;
	      end
	      else begin
		 ready <= 0;
		 d_in <= 0;
	      end 
	   end  
	   READ: begin
	      if(bit_index == (N-1))begin
		 d_in[bit_index] <= rx;
		 ready <= 1;
		 state <= DONE;
	      end
	      else begin
		 d_in[bit_index] <= rx;
		 bit_index <= bit_index + 1;
	      end
	   end  
	   DONE: begin
	      if(  ack) begin
		 ready <= 0;
		 state <= WAIT;
	      end
	      else
		ready <= 1;
	   end  
	   default:begin
	      state <= WAIT;
	      bit_index <= 0;
	   end  
	 endcase  
      end  
   end  
endmodule  
```
==> impl.org <==
* Implementation run

** Synth
- Count of library flops with an enable pin :: 0
- Number of register bits inferred by synthesis :: 79
- Yosys instantiated no cell more often than dfrtp_1.
- Cell types with the highest counts after synthesis :: dfrtp_1 (75), nor2_1 (56), xor2_1 (28)
- Average cell area after synthesis :: 10.33 um^2
- Largest cells by area after synthesis :: dfrtp_1 (51%), xor2_1 (6.7%), nor2_1 (5.8%), buf_4 (3.3%), ha_1 (3.1%)
- For this run, the chip area from Yosys synthesis comes to 3645 um^2.
- Synthesis produced a netlist whose cell count is 353.
- Netlist area before placement :: 3645 um^2
- Looking at the cell usage after synthesis, the top flip-flop cell is dfrtp_1.
- Count of distinct cell types in the synthesized netlist :: 42
- The share of the Yosys chip area taken by registers is 54.21%.
- The biggest area contributor in the post-synthesis netlist is dfrtp_1.
- In the synthesized netlist the async set-or-reset flop fraction comes to 98.73%.
- Syn. warnings :: 0
- Total cells reported by yosys after synthesis :: 353
- Per the synthesis report, the single largest cell type by area occupies 51.49% of cell area.

** Clocking
- Skew-Pair Late Insertion Delay :: 0.33 ns
- Setup Fix Bufs, Post-CTS :: 0
- Post_cts resized :: 0
- Max Root-Sink Buffers :: 2
- CTS tree :: yes
- Per the CTS log, the root buffer master is clkbuf_16.
- Number of buffers created by CTS :: 9
- The H-tree was split into 3 levels.
- Clock-pin slew on the worst setup and hold paths :: 0.05 ns
- Hold repair after CTS inserted 0 buffers.

** GRT
- Global-route wire length before repair :: 11000 um
- The via count of the first global-routing pass came to 2387.
- Recorded from the global router log, the overflow total was 0.
- Maximum number of pins on one net before global-route repair :: 46
- Global routing usage summed across all routing layers :: 10.78%
- Initial antenna violation count :: 0

** Min path
- The endpoint of the worst hold path is reported as receive.clk_count[0].
- Worst min-delay path startpoint :: receive.clk_count[0]
- Path type of the worst min-delay path :: reg2reg
- Number of cells on the worst hold path :: 1

** Die
- Cell row count :: 39
- For this design the top-level I/O count stands at 21.
- Per the OpenROAD floorplan log, the area of the core is 11610 um^2.
- Once the floorplan was initialized, standard cells occupied 31.38% of the core.
- Die W :: 112.2 um
- According to the floorplan report, the total die area is 12590 um^2.
- Die Height :: 112.2 um

** Job
- The run reported a max-capacitance violation count of 0.
- The logs give a warning total of 29.

** Final timing
- Aggregate negative setup slack :: 0 ns
- WHS :: 0.5023 ns
- Final-report max-slew violation count :: 0
- The timer found 7 register pins that no clock reaches; their paths are not timed.
- Endpoints left unconstrained :: 8
- Measured against its own limit, the worst slew margin works out to 52.98%.
- Unrepaired setup endpoints after global routing :: no
- The final timing report lists a hold violation count of 0.
- Clock skew on the completed layout was measured at 0.003781 ns.
- At the pin with the least slew margin, the transition time is 0.7043 ns.
- The highest clock rate this design can be run at is 0.3610 GHz.
- Of the available clock period, the critical path in the final layout requires 41.97%.
- Number of endpoints failing setup at the final stage :: 0
- Final worst path period need :: 2.770 ns

** Detailed routing
- Routed wire length per instance :: 11.32 um
- According to the report, the first pass of detailed routing completed in 15 iterations.
- The DRC violation total left in the routed layout is recorded as 0.
- In this run the remaining antenna-violating nets after routing total 0.
- Number of DRC markers in iteration 0 :: 143
- N_diodes :: 0
- The wire length recorded after detailed routing is 5964 um.
- Using the TritonRoute via totals, the vias-per-cell ratio works out to 4.662.
- For this block, the via count after detailed routing is 2457.

** Finish
- The post-route netlist has 7.031% of its cells at a drive strength greater than 1.
- Fill cell count :: 1123
- Cells fill 35.90% of the core in the end.
- Compared with the post-synthesis result, the final layout area differs by 14.38%.
- For this run, the number of standard cells in the final layout without fillers is 527.

** Setup path
- Setup slack of the worst register-to-register path :: 4.42 ns
- Worst Reg-to-Reg Cells :: 5
- Type of destination of the critical path :: flop
- Data required time at the worst endpoint :: 6.85 ns
- Kind of start point of the critical path :: input pin
- Endpoint of the worst register-to-register path :: receive.clk_count[4]
- Data arrival time of the critical path :: 3.02 ns
- CP max FO :: 13
- Reg2Reg Launch Point :: receive.clk_count[22]
- By startpoint and endpoint, the worst setup path is classified as in2reg.

** Place
- Gpl congestion :: 0.7994
- In the placement report, post-DP HPWL is listed as 3857 um.
- Port Buf Inserts :: 4
- Once placement completed, the tool counted placed cells totaling 511.

** Pwr
- Part of the power in the clock network :: 52.3%
- Combinational fraction of design power :: 1.7%
- PnR Total Power :: 0.9840 mW
- Flop pwr share :: 46.0%
- Power density over cell area :: 236.0 nW/um^2
- Maximum vdd ir drop :: 0.1108 mV
- The power report puts the leakage power at 1.902 nW.
- Per the OpenROAD power report, switching power amounts to 0.1974 mW.
- In the power breakdown, the internal column shows 0.7866 mW.
- Switching fraction of total power :: 20.06%

** Status
- The flow ran to the end, and the final reports show no timing, DRC or antenna violations.
[final cells by class]
cell class	instances	area [um^2]	share of cell area (%)
repair buffers	5	47.55	1.140
clock buffers	10	229.0	5.492
multi-input cells	271	1597	38.30
inverters	13	48.80	1.170
clock inverters	6	92.59	2.221
flip-flops and latches	79	1976	47.39
well taps	143	178.9	4.292
[metrics by stage]
stage	area, um^2	setup WS [ns]
6_report	4169	3.830
5_1_grt	4169	3.580
4_1_cts	4169	3.848
3_5_place_dp	3847	3.503
3_3_place_gp	3847	3.597
2_1_floorplan	3772	3.290
[critical path: stages]
cell	delay, ns
clkdlybuf4s50_1	0.47
nand2_1	0.13
o21ai_0	0.08
a211oi_1	0.32
nand3b_1	0.47
nor2_1	0.23
[kinds of logic after synthesis]
kind of cell / count (synthesis) / synth area share [%]
fa+ha+maj: 9 / 3.090
buf+inv: 37 / 5.493
other cells: 1 / 0.1029
xor+xnor: 40 / 9.612
flops: 79 / 54.21
compound gates: 30 / 5.046
simple gates: 157 / 22.45
[power groups by stage]
stage	combinational, mW	clock, mW	sequential, mW
finish	0.0169	0.514	0.453
global route	0.0211	0.548	0.453
CTS	0.0181	0.527	0.453
[sequential cells by signal (all words and copies together) (netlist names)]
signal and count:
db_ack.clear 1, done 1, db_ack.btn_db 1, receive.state 3, db_ack.state 3, receive.clk_div 1
receive.bit_index 3, receive.ready 1, db_ack.tc1.done 1, receive.clk_count 32, db_ack.tc1.clk_count 32
[placed cells by master, fill, tap and decap left out, types with 3 or more instances in the layout]
cell type and instances:
dfrtp_1 75, nor2_1 56, conb_1 35, xor2_1 28, nand2_1 25, nand3_1 17
nor4_1 13, nand4_1 12, inv_1 12, o21ai_0 12, xnor2_1 12, ha_1 9
clkbuf_16 9, a21oi_1 7, and3_1 6, and4_1 6, nor3_1 5, clkdlybuf4s50_1 4
and2_1 3, dfstp_2 3
[routing by layer]
metal  GRT usage, %  wire length [um]  vias up  share of wire (%)
li1               -                 -     1206                  -
met1          16.74              3009     1204                 50
met2          16.56              2673       40                 45
met3          1.981               200        7                3.4
met4          1.689                80        0                1.3
met5              0                 0        -                  0
[worst max path at each step]
stage / startpoint / end / cells past startpoint
finish: rx / receive.clk_count[4] / 6
CTS: rx / receive.clk_count[4] / 6
global route: rx / receive.clk_count[10] / 6
Power is estimated from default activity; no workload was simulated.
