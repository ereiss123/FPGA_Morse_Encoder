## ./design.v

```verilog
`timescale 1ns/1ps
module uart_tx #(parameter N = 8, baud = 9600)
   (
    input clk,
    input start,
    input rst_l,
    input [N-1:0] d_out,
    output reg done,
    output reg tx
    );
   reg [1:0] state;
   reg [2:0] bit_index;
   reg 	     clk_div;
   reg [31:0] clk_count;
   integer   refresh;
   localparam WAIT = 0;
   localparam SEND = 1;
   localparam STOP = 2;
   initial begin
      done = 0;
      tx = 1;
      state = WAIT;
      bit_index = 0;
      clk_div = 0;
      clk_count = 0;
      refresh = 100_000_000/(2*baud);
   end
   always @(posedge clk, negedge rst_l) begin
      if(!rst_l) begin
	 clk_count <= 0;
      end
      else begin 
	if(clk_count >= refresh) begin
	 clk_div <= ~clk_div;
	 clk_count <= 0;
	end
	else
	  clk_count <= clk_count + 1;
      end  
   end  
   always @(posedge clk_div, negedge rst_l) begin
      if(!rst_l) begin
	 tx <= 1;
	 done <= 0;
	 bit_index <= 0;
	 state <= WAIT;
      end
      else begin
	 case(state)
	   WAIT: begin
	      if(start) begin
		 tx <= 0;
		 bit_index <= 0;
		 state <= SEND;
	      end
	      else begin
		 state <= WAIT;
		 tx <= 1;
		 done <= 0;
	      end
	   end  
	   SEND: begin
	      if(bit_index == (N-1)) begin
		 tx <= d_out[bit_index];
		 state <= STOP;
	      end
	      else begin
		 tx <= d_out[bit_index];
		 bit_index <= bit_index + 1;
		 state <= SEND;
	      end
	   end  
	   STOP: begin
	      if(start) begin
		 done <= 1;
		 tx <= 1;
		 state <= STOP;
	      end
	      else begin
		 done <= 0;
		 state <= WAIT;
	      end
	   end  
	   default: begin
	      state <= WAIT;
	   end
	 endcase  
      end  
   end  
endmodule  
```

## ./run.sh

```bash
#!/bin/bash
# OpenROAD 26Q1-2900-gdf79404cd8, Yosys 0.63+post, stock flow scripts
make -C /OpenROAD-flow-scripts/flow DESIGN_CONFIG=/design/flow/config.mk WORK_HOME=/design/flow/orfs finish
```

## ./constraint.sdc

```tcl
current_design uart_tx

set clk_period 2.7
set clk_io_pct 0.2

create_clock -name clk0 -period $clk_period [get_ports {clk}]

set non_clock_inputs [all_inputs -no_clocks]
set_input_delay [expr $clk_period * $clk_io_pct] -clock clk0 $non_clock_inputs
set_output_delay [expr $clk_period * $clk_io_pct] -clock clk0 [all_outputs]
```

## ./config.mk

```make
export PLATFORM = sky130hd
export DESIGN_NAME = uart_tx
export DESIGN_NICKNAME = uart_tx
export VERILOG_FILES = /design/flow/design.v
export SDC_FILE = /design/flow/constraint.sdc
export NUM_CORES = 4
export LEC_CHECK = 1
export CORE_AREA = 10 10 104 104
export DIE_AREA = 0 0 114 114
export SYNTH_HDL_FRONTEND = slang
```

==> results.json <==
{
  "slew_violations": 0,
  "core_um2": 8680,
  "period_minus_slack_ns": 1.76,
  "io_buffers": 12,
  "clk_path_buf_depth": 2,
  "final_cells": 289,
  "wire_per_inst_um": 8.61,
  "grt_pass1_vias": 1039,
  "drc": 0,
  "first_pass_iters": 4,
  "grt_setup_unrepaired": "false",
  "finClkSkew_ns": 0.00379,
  "peakVddDrop_v": 0.000288,
  "maxCapViolations": 0,
  "avgSynthCellArea_um2": 11.5,
  "tritoncts": "yes",
  "ios": 13,
  "edf_count": 1,
  "dpl.hpwl_mm": 1.80,
  "cts_max_level": 2,
  "p_int_mw": 0.820,
  "leakage_nw": 0.830,
  "endpoint_kind": "flop",
  "hold_class": "input port to asynchronous set/reset pin",
  "rows": 34,
  "switching_share": 0.200,
  "start_kind": "flop",
  "fmax_mhz": 568,
  "grt.total_usage": 0.0412,
  "totalNegativeSetupSlack_ns": 0,
  "area_growth_pct": 25.7,
  "required_ns": 2.74,
  "dieHeight_um": 114,
  "whs_ns": 0.333,
  "switchingPower_mw": 0.205,
  "layout_top_cell": "dfrtp_1",
  "final_layout_size_suffix_gt1_frac": 0.0773,
  "finalClockPeriodUsage": 0.652,
  "seq_area_um2": 1030,
  "crit_path_max_incr_delay_ns": 0.47,
  "warning_count": 27,
  "postCtsSetupRepairBufs": 0,
  "pwr-share-comb": 0.047,
  "final_core_util": 0.239,
  "worstMarginPinSlew_ns": 0.507,
  "logic_area_um2": 623,
  "p_seq_frac": 0.517,
  "worstPathCellList": "nor4_1, nand4_1, a311o_1, and2_1",
  "yosys_area_um2": 1650,
  "wirelength_mm": 2.49,
  "insertion_delay_ns": 0.28,
  "untimed_endpoints": 10,
  "p_per_area_nw_per_um2": 493,
  "status": "completed",
  "antenna-diode-count": 0,
  "power_mw": 1.02,
  "place.gp.congestion": 0.793,
  "initCoreUtil": 0.190,
  "grt_max_degree": 41,
  "viasPerCell": 3.66,
  "relSlewSlack": 0.662,
  "synthArstFlopShare": 0.976,
  "hold_viol": 0,
  "overflow": 0,
  "arrival_ns": 1.81,
  "n_fill_cell": 938,
  "synthesis.area_um2": 1650,
  "antenna_found_initial": 0,
  "final_cell_mix": "38 x dfrtp_1, 20 x nor2_1, 19 x conb_1",
  "power_frac_clock": 0.436,
  "die_width_um": 114,
  "cts_inserted_buffers": 5,
  "path_delay_family": "simple AND/OR/NAND/NOR gates",
  "cts_resized": 0,
  "placed_cells": 281,
  "dieArea_um2": 13000,
  "finalSetupViolCount": 0,
  "synth_cell_types": 33,
  "netlist_instances": 144,
  "path_clk_slew_ns": 0.07,
  "cp_max_fo": 14,
  "via_count": 1059,
  "unclocked_pins": 8,
  "flop_cell": "dfrtp_1",
  "ys_warn_count": 0,
  "drtIter0Drc": 44,
  "ys_seq_share": 0.625,
  "cts_hold_buf": 0,
  "root_buffer": "clkbuf_8",
  "ant_nets": 0,
  "ys.flops": 41,
  "crit_buf_inv": 0,
  "grt_pass1_wl_mm": 4.57,
  "slowest_stage": "a311o_1",
  "crit_type": "flop to flop",
  "ys_cells": 144
}
==> flip-flops by register name (all words and copies together), names as in the netlist <==
signal	flops
bit_index	3
clk_div	1
clk_count	32
state	3
done	1
tx	1
==> cell families (layout without fill, tap and decap cells) <==
logic type,count (synthesis),after routing,share of synthesized area
AND-OR/OR-AND,21,21,0.0818
XOR/XNOR,11,11,0.0583
adder cells (fa/ha/maj),4,4,0.0303
buffers and inverters,15,34,0.0386
flip-flops,41,41,0.625
multiplexers,2,2,0.0197
other,1,19,0.00227
AND/OR/NAND/NOR,49,49,0.144
==> synth_stat cells (2+ instances only) <==
master | count | area share
nor2_1 | 20 | 0.045
inv_1 | 13 | 0.030
dfrtp_1 | 38 | 0.58
nor4_1 | 8 | 0.030
o22ai_1 | 3 | 0.011
nand2_1 | 6 | 0.014
xnor2_1 | 10 | 0.053
ha_1 | 4 | 0.030
nor2b_1 | 2 | 0.0076
o21ai_0 | 3 | 0.0091
nor3_1 | 3 | 0.0091
nand3_1 | 4 | 0.012
a21oi_1 | 6 | 0.018
nand4_1 | 3 | 0.011
a311o_1 | 2 | 0.012
dfstp_2 | 2 | 0.032
==> final timing paths <==
path,from,to,slack [ns],cells after the start
worst min-delay path,rst_l,clk_count[4],0.33,2
max in group asynchronous,rst_l,clk_count[16],2.03,2
worst max-delay path,clk_count[28],clk_div,0.94,4
min in group clk0,clk_count[0],clk_count[0],0.52,1
worst min register to register,clk_count[0],clk_count[0],0.52,1
worst max register to register,clk_count[28],clk_div,0.94,4
==> power by group through the flow <==
stage / Sequential (mW) / Combinational (mW) / Clock, mW
6_report: 0.529 / 0.0484 / 0.447
5_1_grt: 0.531 / 0.0568 / 0.486
4_1_cts: 0.529 / 0.0501 / 0.463
==> layout make-up <==
| class | instances | area share |
|---|---|---|
| clock buffers | 5 | 0.0331 |
| flip-flops and latches | 41 | 0.497 |
| clock inverters | 3 | 0.0223 |
| multi-input cells | 106 | 0.300 |
| well taps | 108 | 0.0650 |
| inverters | 13 | 0.0235 |
| repair buffers | 13 | 0.0590 |
==> stage by stage <==
step                setup slack, ns  area, µm²
finish                        0.939       2080
global route                  0.793       2080
CTS                           0.920       2080
detailed placement            0.949       1960
global placement              0.959       1960
floorplan                      1.24       1720
==> layer usage <==
layer / part of all wire / GRT usage / up-vias
met1: 0.53 / 0.0614 / 483
met2: 0.40 / 0.0581 / 25
li1: - / - / 551
met4: 0 / 0.00501 / 0
met5: 0 / 0 / -
met3: 0.071 / 0.0144 / 0
No activity file was given, so power comes from the tool's default toggle rates.
