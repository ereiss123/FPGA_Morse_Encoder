==> ./design.v <==
`timescale 1ns/1ps
module fifo #(
	      parameter WIDTH     = 8,
	      parameter DEPTH     = 5,
	      parameter ADR_WIDTH = 3
	      )
   (
    input 		   clk,
    input 		   tx_rdy,
    output reg 		   tx_done,
    input [WIDTH-1:0] 	   in_data,
    output reg 		   rx_rdy,
    input 		   rx_done,
    output reg [WIDTH-1:0] out_data,
    output reg 		   empty,
    output reg 		   full
    );
   reg 			   tx_state;
   reg [1:0] 		   rx_state;
   reg [ADR_WIDTH-1:0] 	   count;
   reg [ADR_WIDTH-1:0] 	   front;
   reg [ADR_WIDTH-1:0] 	   back;
   reg [WIDTH-1:0] 	   buffer [DEPTH-1:0];
   reg 			   decr;
   reg 			   incr;
   initial begin
      tx_state = 0;
      tx_done = 0;
      out_data = 0;
      rx_state = 0;
      incr     = 0;
      decr     = 0;
      front    = 0;
      back     = 0;
      count    = 0;
      empty    = 1;
      full     = 0;
   end
   always @(posedge clk) begin
      case (tx_state)
	0: begin
	   if(tx_rdy && !full) begin
	      incr <= 1;
	      tx_done <= 1;
	      tx_state <= 1;
	   end
	   else begin
	      incr <= 0;
	      tx_done <= 0;
	   end
	end
	1: begin
	   if(!tx_rdy) begin
	      tx_done <= 0;
	      incr <= 0;
	      tx_state <= 0;
	   end
	   else begin
	      incr <= 0;
	   end
	end
      endcase  
      case (rx_state)
	0: begin
	   if(!empty) begin
	      rx_rdy <= 1;
	      out_data <= buffer[back];
	      rx_state <= 1;
	   end
	   else begin
	      rx_rdy <= 0;
	      decr <= 0;
	   end
	end
	1: begin
	   if(rx_done) begin
	      decr <= 1;
	      rx_rdy <= 0;      
	      rx_state <= 2;
	   end
	   else begin
	      rx_rdy <= 1;
	   end
	end
	2: begin
	   if(!rx_done) begin
	      decr <= 0;
	      rx_rdy <= 0;
	      rx_state <= 0;
	   end
	   else begin
	      decr <= 0;
	   end
	end
      endcase  
      if (incr && !decr && !full) begin
	 	buffer[front] <= in_data;
	 	count <= count + 1;
	 	empty <= 0;
	 if(count == DEPTH-1)
	   full <= 1;
	 if(front < DEPTH-1)
	   front <= front + 1;
	 else
	   front <= 0;
      end 
      else if (!incr && decr && !empty) begin
	 	out_data <= buffer[back];
	 	count <= count -1;
	 	full <= 0;
		if(count == 1)
			empty <= 1;
		if(back < DEPTH-1)
			back <= back +1;
		else
			back <= 0;
      end
      else if (incr && decr) begin
		out_data <= buffer[back];
		buffer[front] <= in_data;
		if(front < DEPTH-1)
			front <= front +1;
		else
			front <= 0;
		if(back < DEPTH-1)
			back <= back +1;
		else
			back <= 0;
      end	
   end
endmodule  
==> ./run.sh <==
#!/bin/bash
# OpenROAD 26Q1-2900-gdf79404cd8, Yosys 0.63+post, stock flow scripts
make -C /OpenROAD-flow-scripts/flow DESIGN_CONFIG=/design/flow/config.mk WORK_HOME=/design/flow/orfs finish
==> ./config.mk <==
export PLATFORM = sky130hd
export DESIGN_NAME = fifo
export DESIGN_NICKNAME = fifo
export VERILOG_FILES = /design/flow/design.v
export SDC_FILE = /design/flow/constraint.sdc
export NUM_CORES = 4
export LEC_CHECK = 1
export CORE_UTILIZATION = 40
export SYNTH_HDL_FRONTEND = slang
==> ./constraint.sdc <==
current_design fifo

set clk_period 2.4
set clk_io_pct 0.2

create_clock -name clk0 -period $clk_period [get_ports {clk}]

set non_clock_inputs [all_inputs -no_clocks]
set_input_delay [expr $clk_period * $clk_io_pct] -clock clk0 $non_clock_inputs
set_output_delay [expr $clk_period * $clk_io_pct] -clock clk0 [all_outputs]
==> summary.txt <==
Purpose: to document the outcome of synthesis and place and route.

Status
The run finished with clean final reports.

Placement
The placement report lists the number of port buffers as 22. The number of cells in the design after placement is 259. The placement-stage cell area is 3045 µm².

Summed over all nets, the half-perimeter wirelength after detailed placement is 2887 µm. The last weighted congestion value of the routability-driven placer is 0.7205.

Routing
The first-pass detailed-route iteration total is 27. In this run, the number of DRC markers left after iteration 0 of detailed routing was 45. After detailed routing, the number of vias per cell comes to 5.029. The detail-routed net length per standard cell is 15.57 µm.

Wires add up to 4236 µm. The tally of nets with antenna violations remaining after routing is 0. The routed layout has 1,368 vias. The number of remaining DRC errors is 0. Per the detail_route report, inserted antenna diodes total 0.

CTS
Post-CTS repair ended up resizing 0 cells. The tree is rooted in a sky130_fd_sc_hd__clkbuf_8. The post-CTS setup-driven buffer insertion count is 0. The number of buffers created by CTS is 9. The clock-pin slew of the registers on the worst-case setup and hold paths is 70 ps. The worst-skew pair later-pin latency is 330 ps. The number of buffers inserted by hold repair at cts is 0. TritonCTS built the clock tree. The clock H-tree reported by CTS has 3 levels. The clock net in this run drives a total of 70 sinks. Looking at the clock tree report, the maximum root-to-sink buffer count equals 2.

Setup path
Grouping stages by cell kind, the critical path spends the most delay in multiplexers. For the worst setup path, the data required time is 2630 ps. Measured in cells, the most critical reg-to-reg path has a length of 3. The worst reg2reg path endpoint is out_data[7]$_DFF_P_. Among all stages on the critical path, the largest delay is contributed by sky130_fd_sc_hd__dfxtp_1.

On the worst path, the slowest cell contributes a delay of 670 ps. The path length in cells of the critical path is 3. The register-to-register setup slack is 500 ps. The maximum fanout along the worst path is 8. Together, buffers and inverters on the worst path number 0.

STA classifies the critical path startpoint as a flop. The critical path goes through mux4_2, mux2_2, mux2_2. By instance count, the cell type seen most on the critical path is sky130_fd_sc_hd__mux2_2. The type of element capturing the critical path is a flop. On the critical path the data arrives at 2120 ps. The critical path is of the flop to flop type.

Logic synthesis
Ranked by total cell area, the synthesized netlist is headed by sky130_fd_sc_hd__edfxtp_1, sky130_fd_sc_hd__dfxtp_1, sky130_fd_sc_hd__mux2_2, sky130_fd_sc_hd__mux4_2, sky130_fd_sc_hd__ha_1. After synthesis, the design contains 158 cells according to Yosys. The area recorded from the Yosys report for this design is 2714 µm². Counting flops and latches in the post-synthesis netlist gives 70. The total number of yosys warnings is 0. The total standard cell area after synthesis is 2714 µm².

The gate-level netlist out of Yosys references 28 unique cell types. A synthesized cell averages 17.18 µm². The share of the synthesized area in the top cell type is 58.64%. The largest area contributor in the synthesized netlist is sky130_fd_sc_hd__edfxtp_1. The post-synthesis cell count is 158. The sequential area share after synthesis is 71.18%.

Timing
Pins over their slew limit in the final report were tallied at 0. The tightest hold path in the finished design has a slack of 466.0 ps. The final period demand of the worst path is 1897 ps. Setup repair after global routing left no endpoint under its margin. In this build the clock could be raised as far as 0.5271 GHz. The final cycle utilization of the critical path is 79.05%. The setup clock skew after layout is 5.444 ps. The count of endpoints failing setup in the final report is 0.

The pin closest to its max-slew limit shows a slew of 555.4 ps. The accumulated negative setup slack is 0 ps. Headroom to the max-slew limit came out at 62.92%. The hold violation total from the final report is 0.

Floorplanning
According to the floorplan log, the row count is 29. The number of ports placed on the die boundary is 23. The floorplan step records an initial core utilization of 42.02%.

The die covers 7118 µm². The placeable core region is 6459 µm². From bottom edge to top edge, the die measures 84.37 µm. The overall die width is 84.37 µm.

Run
The number of warnings in the stage logs is 28. The tally of max-capacitance violations is 0.

Finish
The cell area after layout is 3188 µm². The final report lists a non-filler cell total of 272. The final core area utilization is 49.36%.

The share of layout cells above drive strength 1 is 24.10%. Between the synthesized netlist and the finished layout, the area growth was recorded as 17.47%.

Power and ir drop
The worst ir drop on vdd is 0.3065 mV. The total power density per cell area is 879.6 nW/µm². Summed over all cells, the static leakage comes to 1.130 nW.

Global route
The initial antenna violation count is 0. Total global-route track usage over all layers is 14.12%. The maximum number of pins on one net before global-route repair is 11. The first global-routing pass estimated 7265 µm of wire.

The number of global-route vias before repair is 1,530. Per the GRT congestion report, total overflow comes to 0.

Min path
The terminating pin of the worst hold path is incr$_DFF_P_. In this run the most critical hold path is launched from tx_state$_DFF_P_. The number of instances on the worst hold path is 1. The worst hold-check path type is flop to flop.
## metal layers
| metal | wire length [µm] | global-route usage [%] | up-vias |
|---|---|---|---|
| met5 | 0 | 0 | - |
| met4 | 81 | 2.311 | 0 |
| li1 | - | - | 663 |
| met3 | 294 | 7.371 | 12 |
| met2 | 1995 | 21.09 | 40 |
| met1 | 1865 | 20.43 | 653 |
## where the power goes
| part | total [mW] | leakage (nW) | switching [mW] | internal, mW |
|---|---|---|---|---|
| Sequential | 1.60 | 0.627 | 0.132 | 1.46 |
| Clock | 0.733 | 0.0776 | 0.382 | 0.352 |
| Combinational | 0.475 | 0.425 | 0.134 | 0.340 |
## kinds of logic after synthesis
kind of cell / synth area share, %
fa+ha+maj: 2.766
compound gates: 2.997
xor+xnor: 0.6456
mux: 14.89
simple gates: 5.025
buf+inv: 2.490
flops: 71.19
## synthesized netlist by cell type
| master | n |
|---|---|
| sky130_fd_sc_hd__a31oi_1 | 1 |
| sky130_fd_sc_hd__o22ai_1 | 1 |
| sky130_fd_sc_hd__ha_1 | 6 |
| sky130_fd_sc_hd__nand3_1 | 1 |
| sky130_fd_sc_hd__clkbuf_1 | 2 |
| sky130_fd_sc_hd__nand2_1 | 4 |
| sky130_fd_sc_hd__a21oi_1 | 1 |
| sky130_fd_sc_hd__nor4b_1 | 1 |
| sky130_fd_sc_hd__mux2i_1 | 1 |
| sky130_fd_sc_hd__xnor2_1 | 2 |
| sky130_fd_sc_hd__inv_1 | 10 |
| sky130_fd_sc_hd__nand2b_1 | 3 |
| sky130_fd_sc_hd__o31ai_1 | 1 |
| sky130_fd_sc_hd__nor4_1 | 1 |
| sky130_fd_sc_hd__o21ai_2 | 1 |
| sky130_fd_sc_hd__mux4_2 | 8 |
| sky130_fd_sc_hd__buf_6 | 2 |
| sky130_fd_sc_hd__nor2b_1 | 4 |
| sky130_fd_sc_hd__edfxtp_1 | 53 |
| sky130_fd_sc_hd__mux2_2 | 19 |
| sky130_fd_sc_hd__o21a_1 | 2 |
| sky130_fd_sc_hd__nor3_1 | 3 |
| sky130_fd_sc_hd__nor3b_1 | 1 |
| sky130_fd_sc_hd__dfxtp_1 | 17 |
| sky130_fd_sc_hd__nor3b_2 | 1 |
| sky130_fd_sc_hd__nor2_1 | 6 |
| sky130_fd_sc_hd__o211ai_1 | 1 |
| sky130_fd_sc_hd__o21ai_0 | 5 |
## flip-flops by register name, summed over array words and instances (netlist names), named ones only
name / cells
back: 3
buffer: 40
count: 3
decr: 1
empty: 1
front: 3
full: 1
incr: 1
out_data: 8
rx_rdy: 1
rx_state: 3
tx_done: 1
tx_state: 1
## cell usage in the layout (no fill, tap or decap), types with 2 or more instances in the layout
| cell type | Yosys | final |
|---|---|---|
| sky130_fd_sc_hd__edfxtp_1 | 53 | 53 |
| sky130_fd_sc_hd__ha_1 | 6 | 6 |
| sky130_fd_sc_hd__o21a_1 | 2 | 2 |
| sky130_fd_sc_hd__clkdlybuf4s50_1 | 0 | 22 |
| sky130_fd_sc_hd__nand2_1 | 4 | 4 |
| sky130_fd_sc_hd__nand2b_1 | 3 | 3 |
| sky130_fd_sc_hd__dfxtp_1 | 17 | 17 |
| sky130_fd_sc_hd__mux2_2 | 19 | 19 |
| sky130_fd_sc_hd__nor2b_1 | 4 | 4 |
| sky130_fd_sc_hd__nor2_1 | 6 | 6 |
| sky130_fd_sc_hd__xnor2_1 | 2 | 2 |
| sky130_fd_sc_hd__inv_1 | 10 | 10 |
| sky130_fd_sc_hd__clkbuf_8 | 0 | 9 |
| sky130_fd_sc_hd__buf_4 | 0 | 6 |
| sky130_fd_sc_hd__nor3_1 | 3 | 3 |
| sky130_fd_sc_hd__clkinv_2 | 0 | 3 |
| sky130_fd_sc_hd__o21ai_0 | 5 | 5 |
| sky130_fd_sc_hd__mux4_2 | 8 | 8 |
## per-stage QoR
stage	worst slack (ps)	power [mW]
floorplan	280.3	1.858
finish	502.8	2.804
detailed placement	477.1	2.110
CTS	450.6	2.837
global placement	474.0	2.087
global route	372.1	2.958
## layout make-up
type                       count  area (µm²)
timing repair buffer          28       265.3
clock buffer                  10       127.6
tap                           77       96.34
multi-input combinational     74       714.4
fill                         536        3271
clock inverter                 3       15.01
sequential                    70        1932
inverter                      10       37.54
## how the worst max path moves through the flow
stage / startpoint / end / slack, ps
6_report: flop / out_data[7]$_DFF_P_ / 500
5_1_grt: flop / out_data[7]$_DFF_P_ / 370
4_1_cts: flop / out_data[7]$_DFF_P_ / 450
## worst register-to-register path, stage by stage (launching register included)
cell and delay (ps):
sky130_fd_sc_hd__dfxtp_1 670, sky130_fd_sc_hd__mux4_2 570, sky130_fd_sc_hd__mux2_2 290, sky130_fd_sc_hd__mux2_2 260
Power is estimated from default activity; no workload was simulated.
